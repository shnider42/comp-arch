==> design.v <==
module adder (in0, in1, out);
	parameter width = 32;
	input wire [width-1:0] in0;
	input wire [width-1:0] in1;
	output wire [width-1:0] out;
	assign out = in0 + in1;
endmodule
==> run.sh <==
#!/bin/bash
# OpenROAD 26Q1-2900-gdf79404cd8, Yosys 0.63+post, stock flow scripts
make -C /OpenROAD-flow-scripts/flow DESIGN_CONFIG=/design/flow/config.mk WORK_HOME=/design/flow/orfs finish
==> config.mk <==
export PLATFORM = sky130hd
export DESIGN_NAME = adder
export DESIGN_NICKNAME = adder
export VERILOG_FILES = /design/flow/design.v
export SDC_FILE = /design/flow/constraint.sdc
export NUM_CORES = 4
export LEC_CHECK = 1
export CORE_AREA = 10 10 94 94
export DIE_AREA = 0 0 104 104
==> constraint.sdc <==
current_design adder

set clk_period 24.1
set clk_io_pct 0.2

create_clock -name clk0 -period $clk_period

set non_clock_inputs [all_inputs -no_clocks]
set_input_delay [expr $clk_period * $clk_io_pct] -clock clk0 $non_clock_inputs
set_output_delay [expr $clk_period * $clk_io_pct] -clock clk0 [all_outputs]
==> results.cfg <==
; generated from flow reports
[route]
n_antenna_cell = 0
post_drt_wl_per_cell_um = 13.9
final_antenna_net_count = 0
post_drt_via_cell_ratio = 5.01
drt_first_pass_iters = 4
routed_wirelength_um = 5890
drt_drc_violations_left = 0
via_count = 2114
first_iter_violations = 75

[cts]
hold_buffers = 0
post_cts_buffers = 0
post_cts_resized = 0

[setup_path]
cpLargestDelayFamily = AND-OR/OR-AND gates
crit_path_start_kind = input pin
crit_path_max_incr_delay_ns = 0.49
crit_buf_inv = 2
crit_top_cell = clkdlybuf4s50_1
critPathCaptureType = primary output
cp.required_ns = 19.28
critPathSlowestCell = clkdlybuf4s50_1
cp_max_fo = 4
path_class = in -> out
crit_chain = clkdlybuf4s50_1, ha_1, fa_1, a21o_1, a31o_2, nand3_1, o221ai_1, a311oi_1, o21bai_1, xor2_1, clkdlybuf4s50_1
cp.arrival_ns = 7.76

[power_and_ir_drop]
power.share.switching_pct = 39.7
powerDensity_nw_per_um2 = 28.8
clockPowerShare_pct = 0
p_leak_uw = 0.00118
pwr-share-seq_pct = 0
internal_power_uw = 48.3
ir_drop_mv = 0.0121
p_comb_share_pct = 100.0
p_switching_uw = 31.8

[cells_and_area]
layout.cells.non_filler = 422
layout-drive-gt1-share_pct = 3.07
seq_cell_count = 0
clkbuf_count = 0
finalInstanceArea_sq_um = 2780
syn_to_final_growth_pct = 59.5
regArea_sq_um = 0

[yosys]
synth.area.top_cells = ha_1 22%, a21oi_1 8.3%, a21o_1 8.2%, xor2_1 7.5%, xnor2_1 6.5%
top_cells_by_count = 31 x ha_1, 29 x a21oi_1, 19 x a21o_1
syn-mean-instance-area_sq_um = 7.24
ys_area_sq_um = 1740
synthCells = 241
ys_warn_count = 0
post-synth-top-area-cell = ha_1
synth.logic.top_family = AND-OR/OR-AND gates
mappedNetlistArea_sq_um = 1740
netlist-cell-type-count = 50
xor_share_pct = 14.1
ys_cells = 241
post-synth-top-count-cell = ha_1
netlist.area_leader.share_pct = 22.2
aoi_share_pct = 39.3
adder_share_pct = 23.4
synthSimpleGateAreaFrac_pct = 18.3
synthMuxAreaShare_pct = 1.15
seq_area_frac_synth_pct = 0

[run_status]
outcome = completed

[grt]
grt_max_degree = 11
grt_pass1_vias = 2054
grt_pass1_wl_um = 9810
grt_usage_pct = 10.4
overflow = 0
antenna_found_initial = 0

[timing]
tightest_slew_ns = 0.527
maxSlewHeadroom_pct = 64.0
setup_ws_ns = 11.52
setup_violations = 0
slew_viol_final = 0
setup_tns_ns = 0
finalCritPeriodShare_pct = 52.2
fmax_mhz = 79.5
rsz0062_at_grt = false
hold_viol = 0
min_period_ns = 12.58

[floorplan]
rows = 30
die-area_sq_um = 10800
core_area_sq_um = 6830
die_h_um = 104
io_pins = 96
fp_util_pct = 25.5
die_w_um = 104

[place]
port_buffers = 96
post-place-ws_ns = 11.49
place_inst = 422
place_hpwl_um = 5190
gp_congestion = 0.819
post_dp_cell_area_sq_um = 2780

[worst_hold_path]
hold_class = in -> out

[job]
cap_violations = 0
warnings = 32
## per-layer routing
layer,vias up,GRT usage (%),share of wire (%)
met2,63,16.7,45
met4,0,0,0
met3,0,1.88,6.0
met5,-,0,0
met1,965,14.9,49
li1,1086,-,-
## tightest hold or removal path: stages
cell and delay [ns]:
clkdlybuf4s50_1 0.45, ha_1 0.11, clkdlybuf4s50_1 0.46
## per-stage QoR
stage                     total power, uW  hold slack, ns  utilization (%)
final                                80.1           10.67             40.7
after global routing                 89.4           10.71             40.7
after CTS                            81.5           10.68             40.7
after detailed placement             80.8           10.68             40.7
after global placement               81.1           10.67             40.7
after floorplan                      38.5            9.71                -
## kinds of logic after synthesis
logic type,Yosys count
fa+ha+maj,32
xor+xnor,28
simple gates,65
mux,2
compound gates,97
buf+inv,17
## worst paths after layout
check,startpoint,depth (start not counted),to,slack (ns)
setup / recovery,in0[0],11,out[26],11.52
hold / removal,in1[0],3,out[0],10.67
## power by group through the flow
stage	Clock, uW	Sequential (uW)	Combinational [uW]
6_report	0	0	80.1
5_1_grt	0	0	89.4
4_1_cts	0	0	81.5
## layout make-up
type / instances / area [sq um]
fill: 701 / 4050
multi-input combinational: 224 / 1680
timing repair buffer: 96 / 961
tap: 96 / 120
inverter: 6 / 22.5
## placed cells by master (no fill, tap or decap), drive strengths merged, types with 2 or more instances in the layout
cell type	netlist	layout
clkdlybuf4s50	0	96
ha	31	31
a21oi	29	29
a21o	19	19
nand2	18	18
xor2	15	15
o21ai	15	15
xnor2	13	13
nor2	12	12
nand3	10	10
nand4	8	8
inv	6	6
o21bai	5	5
nor3	4	4
or2	3	3
a211oi	3	3
o211ai	3	3
a31oi	3	3
a311oi	3	3
o21a	2	2
o221ai	2	2
nand2b	2	2
o311ai	2	2
mux2i	2	2
No activity file was given, so power comes from the tool's default toggle rates.
