--- ./config.mk ---
export PLATFORM = sky130hd
export DESIGN_NAME = alu
export DESIGN_NICKNAME = alu
export VERILOG_FILES = /design/flow/design.v
export SDC_FILE = /design/flow/constraint.sdc
export NUM_CORES = 4
export LEC_CHECK = 1
export CORE_UTILIZATION = 30
--- ./constraint.sdc ---
current_design alu

set clk_period 14.6
set clk_io_pct 0.2

create_clock -name clk0 -period $clk_period

set non_clock_inputs [all_inputs -no_clocks]
set_input_delay [expr $clk_period * $clk_io_pct] -clock clk0 $non_clock_inputs
set_output_delay [expr $clk_period * $clk_io_pct] -clock clk0 [all_outputs]
--- ./run.sh ---
#!/bin/bash
# OpenROAD 26Q1-2900-gdf79404cd8, Yosys 0.63+post, stock flow scripts
make -C /OpenROAD-flow-scripts/flow DESIGN_CONFIG=/design/flow/config.mk WORK_HOME=/design/flow/orfs finish
--- ./design.v ---
module alu( input wire [3:0] op, 
            input wire [31:0] data0, 
            input wire [31:0] data1, 
            output reg[31:0] aluRes, 
            output reg zero);
  always @ ( * )
  begin
    case (op)
      4'b0000 :  
      begin
        aluRes = data0 & data1;
      end
      4'b0001 :  
      begin
        aluRes = data0 | data1;
      end
      4'b0010:  
      begin 
        aluRes = data0 + data1;
      end
      4'b0110:  
      begin
        aluRes = data0 - data1;
      end
      4'b0111:  
      begin
           if (data0 < data1)
               aluRes = 1;
           else
               aluRes = 0;
      end
      4'b1100:  
      begin 
        aluRes = ~(data0  | data1);
      end
      default: 
      begin
        aluRes = data0 + data1;
      end
    endcase
    if (aluRes) begin
        zero = 0;
	end else if(~aluRes) begin
        zero = 1;
    end
  end  
endmodule
==> flow_summary_export.csv <==
group,metric,value,unit
final_timing,unclocked_regs,1,
place,io_buffers,101,
floorplanning,initCoreUtil,0.310,
synth,edf_count,0,
final_layout,area_growth,20.3,%
floorplanning,rows,50,
critical_path,cp_max_fo,18,
routing,totalWireLength,22800,um
final_timing,finalCritPeriodShare,0.784,
routing,ant_nets,0,
clock_network,cts_resized,0,
synth,yosys_area,0.00585,mm2
run_status,status,"complete, no violations",
hold_path,hp-class,"in2out",
clock_network,cts-hold-fix-buffers,0,
synth,synth_top_cell_by_count,"ha_1",
routing,dr.first_iter.drc_count,547,
final_layout,nFillCells,2084,
final_layout,drive_gt1_frac,0.0329,
critical_path,required,11680,ps
critical_path,cp-end-kind,"primary output",
grt,overflow,0,
final_layout,largest_reg_flops,1,
final_timing,whs,7120,ps
grt,antenna_found_initial,0,
synth,syn_avg_cell_area,6.60,um2
routing,viasPerCell,5.92,
final_timing,fin_setup_tns,0,ps
power_and_ir_drop,peakVddDrop,0.0197,mV
routing,drc,0,
synth,ys_cells,886,
grt,grt_start_max_net_pins,33,
run,warning_count,97,
synth,ys_async_sr_fraction,0,
critical_path,path_class,"in2out",
synth,mux_area_frac,0.00727,
clock_network,post-cts-setup-buffers,0,
grt,globalRouteTotalUtil,0.227,
synth,simple_gate_area_frac,0.247,
synth,syn-instance-count,886,
final_timing,drv_slew,0,
critical_path,worstPathArrival,8530,ps
final_layout,final_area,0.00704,mm2
routing,num_antenna_cells,0,
synth,syn_area,0.00585,mm2
routing,drtPass1Iterations,5,
floorplanning,die_h,142,um
synth,yosys_warnings,1,
synth,netlist.top_cell.by_area,"ha_1",
synth,numSynthFlops,1,
critical_path,cp-start-kind,"input pin",
final_timing,rsz0062_at_grt,"no",
place,dpl.cell_count,1201,
synth,synthTopCellsByCount,"97 x ha_1, 91 x inv_1, 73 x nor2_1, 71 x a21oi_1, 56 x nand2_1",
final_timing,untimed_endpoints,1,
power_and_ir_drop,p_per_area,42.7,mW/mm2
final_layout,utilization,0.372,
floorplanning,coreArea,0.0189,mm2
routing,drt-wirelength-per-cell,19.0,um
final_layout,fin_cells,1201,
place,hpwl,17900,um
place,placed_cell_area,0.00704,mm2
synth,synth_cell_types,81,
final_timing,finalHoldViolCount,0,
final_timing,max_freq,0.0874,GHz
synth,top_logic_kind,"AND-OR/OR-AND gates",
grt,grt_pass1_vias,6526,
synth,compound_area_frac,0.420,
synth,area_leaders,"ha_1 21%, a21oi_1 6.1%, inv_1 5.8%",
place,gp_congestion,1.03,
floorplanning,die_x,142,um
synth,netlist.area_leader.share,0.207,
synth,xor_area_frac,0.00749,
floorplanning,io_pins,101,
power_and_ir_drop,p_leak,0.00295,uW
final_timing,setup_viol,0,
synth,ys.flop_type,"dlxtn_1",
run,cap_violations,0,
final_timing,period_minus_slack,11450,ps
grt,grt_pass1_wl,35800,um
floorplanning,dieArea,0.0201,mm2
final_timing,worst_slew_pin_slew,900,ps
final_timing,maxSlewHeadroom,0.392,
routing,vias,7105,
synth,adder_share,0.214,
-- worst paths after layout --
kind,startpoint,endpoint,slack [ps],depth (start not counted)
hold / removal,data1[11],aluRes[11],7120,7
setup / recovery,op[2],zero,3150,14
-- power breakdown --
part           total (uW)  internal (uW)  switching [uW]
Clock                   0              0               0
Combinational         300            132             168
Sequential         0.0962         0.0962   0.00000000117
-- worst max-delay path, cell delays in order --
cell and delay [ps]:
clkdlybuf4s50_1 790, and3b_1 460, or3_1 660, buf_4 370, o221ai_1 160, a22o_1 230
or4_1 540, or4_1 480, nor4_1 330, and4b_1 310, nand4b_1 170, nor4_2 280
dlxtn_1 350, clkdlybuf4s50_1 440
-- area by class of cell --
cell class | count | area [um2] | share of cell area
Tap cell | 260 | 325 | 0.0462
Inverter | 94 | 353 | 0.0502
Multi-Input combinational cell | 735 | 5260 | 0.747
Timing Repair Buffer | 111 | 1090 | 0.154
Sequential cell | 1 | 15.0 | 0.00213
-- cells by family after synthesis --
group / Yosys count
AND-OR/OR-AND: 345
AND/OR/NAND/NOR: 281
buffers and inverters: 150
adder cells (fa/ha/maj): 99
XOR/XNOR: 5
multiplexers: 4
other: 1
latches: 1
-- routing by layer --
layer	track usage	share of wire	up-vias
li1	-	-	3455
met1	0.327	0.46	3309
met2	0.369	0.46	307
met3	0.0210	0.066	34
met4	0.0475	0.021	0
met5	0	0	-
-- metrics by stage --
step | worst slack [ps] | power [uW]
floorplan | 5520 | 178
global placement | 3180 | 294
detailed placement | 3160 | 294
CTS | 3180 | 296
global route | 2910 | 326
finish | 3150 | 301
-- cells in the final DEF, fill, tap and decap left out, types with 4 or more instances in the layout --
| master | Yosys | final |
|---|---|---|
| a21o_1 | 9 | 9 |
| o22a_1 | 7 | 7 |
| nor3_1 | 26 | 25 |
| a211oi_1 | 12 | 12 |
| o211ai_1 | 12 | 12 |
| and3_1 | 5 | 5 |
| a31oi_1 | 9 | 9 |
| a221oi_1 | 7 | 7 |
| o31ai_1 | 15 | 15 |
| buf_4 | 0 | 10 |
| clkdlybuf4s50_1 | 0 | 101 |
| nor2_1 | 73 | 73 |
| o31a_1 | 5 | 5 |
| ha_1 | 97 | 97 |
| o2bb2ai_1 | 6 | 6 |
| o22ai_1 | 26 | 26 |
| or2_2 | 6 | 6 |
| and2_1 | 11 | 11 |
| a211o_1 | 12 | 12 |
| a21boi_0 | 5 | 5 |
| nor4_1 | 14 | 14 |
| o21bai_1 | 8 | 8 |
| a2111oi_0 | 8 | 8 |
| o21a_1 | 7 | 7 |
| a22oi_1 | 32 | 32 |
| inv_1 | 91 | 91 |
| nor2b_1 | 15 | 15 |
| a221o_1 | 7 | 7 |
| a21oi_1 | 71 | 71 |
| or4_1 | 7 | 7 |
| a22o_1 | 8 | 8 |
| nand4_1 | 10 | 10 |
| nand2_1 | 56 | 56 |
| o21ai_0 | 31 | 31 |
| nand2b_1 | 16 | 16 |
| or3_1 | 5 | 5 |
| o2111ai_1 | 4 | 4 |
| nand3_1 | 16 | 16 |
| o221ai_1 | 10 | 10 |
Power is estimated from default activity; no workload was simulated.
