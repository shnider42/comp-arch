### design/flow/config.mk
export PLATFORM = sky130hd
export DESIGN_NAME = mux21
export DESIGN_NICKNAME = mux21
export VERILOG_FILES = /design/flow/design.v
export SDC_FILE = /design/flow/constraint.sdc
export NUM_CORES = 4
export LEC_CHECK = 1
export CORE_AREA = 10 10 70 70
export DIE_AREA = 0 0 80 80
### design/flow/constraint.sdc
current_design mux21

set clk_period 1.0
set clk_io_pct 0.2

create_clock -name clk0 -period $clk_period

set non_clock_inputs [all_inputs -no_clocks]
set_input_delay [expr $clk_period * $clk_io_pct] -clock clk0 $non_clock_inputs
set_output_delay [expr $clk_period * $clk_io_pct] -clock clk0 [all_outputs]
### design/flow/design.v
module mux21 (in0, in1, sel, out);
	parameter width = 32;
	input wire [width-1:0]in0;
	input wire [width-1:0]in1;
	input sel;
	output reg [width-1:0]out;
	always@ (*)
	begin
		if (sel)
		begin
			out = in0;
		end
		else if (~sel)
		begin
			out = in1;
		end
	end
endmodule
### design/flow/run.sh
#!/bin/bash
# OpenROAD 26Q1-2900-gdf79404cd8, Yosys 0.63+post, stock flow scripts
make -C /OpenROAD-flow-scripts/flow DESIGN_CONFIG=/design/flow/config.mk WORK_HOME=/design/flow/orfs finish
==> impl_metrics.json <==
{
  "max-slew-margin-rel": 0.9257,
  "globalRouteOverflowTotal": 0,
  "final-seq-area_um2": 0,
  "seq_power_share": 0,
  "combinationalPowerShare": 1.000,
  "layout_worst_path_cycle_share": 1.173,
  "log.warning_count": 34,
  "viasPerCell": 3.770,
  "drt_pre_antenna_iters": 2,
  "yosysSeqAreaShare": 0,
  "synth-area-yosys_um2": 544.3,
  "num_rows": 21,
  "cells_after_synthesis": 36,
  "nClkBuffers": 0,
  "routed_wirelength_um": 2720,
  "post_synthesis_cell_type_count": 4,
  "grt_antenna_before_repair": 0,
  "run_status": "finished with violations",
  "placedInstanceArea_um2": 1524,
  "maxClockFrequency_mhz": 852.5,
  "worst_slew_pin_slew_ns": 0.1115,
  "crit_path_start": "in0[27]",
  "chipWidth_um": 80,
  "power.static_leakage_nw": 0.8873,
  "pnr_worst_setup_slack_ns": -0.1731,
  "postCtsHoldBufs": 0,
  "cell_internal_power_uw": 487.0,
  "irDropWorstVdd_uv": 160.9,
  "setup_repair_after_global_routing_missed_its_margin": "yes",
  "critPathMaxFanout": 1,
  "place_hpwl_um": 2398,
  "max-cap-violations": 0,
  "top_level_ports": 97,
  "design.seq.count": 0,
  "holdCritPathClass": "in -> out",
  "chip_area_um2": 6400,
  "antenna_cells_inserted": 0,
  "critical_path_required_time_ns": 0.80,
  "top_area_frac": 0.8276,
  "critPathCaptureType": "output port",
  "area_leaders": "sky130_fd_sc_hd__mux2_4 (83%), sky130_fd_sc_hd__buf_12 (11%), sky130_fd_sc_hd__mux2_2 (4.1%)",
  "worst-endpoint-arrival_ns": 0.97,
  "detailroute.via_count": 690,
  "critPathCapture": "out[27]",
  "wl_per_cell_um": 14.86,
  "chip_height_um": 80,
  "synth-cells-yosys": 36,
  "pin_count_of_the_biggest_net_entering_global_routing": 11,
  "swShare": 0.2131,
  "first_global_vias": 751,
  "yosysWarningCount": 1,
  "hold_viol": 0,
  "p_r_area_growth_vs_syn_pct": 191.5,
  "fillCellCount": 345,
  "mappedNetlistArea_um2": 544.3,
  "timing_max_transition_violations_final": 0,
  "setup.worst_path.start_class": "input port",
  "floorplanUtilization": 0.1593,
  "final.min_clock_period_ns": 1.173,
  "portBuffers": 97,
  "clk_pwr_share": 0,
  "worst_hold_slack_ns": 0.6917,
  "timing.setup.critical_path_class": "in -> out",
  "antenna_left": 0,
  "avgSynthCellArea_um2": 15.12,
  "synth_top_cell_by_area": "sky130_fd_sc_hd__mux2_4",
  "power.switching_uw": 131.8,
  "design_area_um2": 1587,
  "global_route_usage_sum": 0.07643,
  "gpl.final_weighted_congestion": 0.7579,
  "layout-drive-gt1-share": 0.5328,
  "final-setup-viol-count": 32,
  "remaining_drc_errors": 0,
  "power_density_nw_per_um2": 390.0,
  "design.core.area_um2": 3416,
  "grt_first_pass_wirelength_um": 3995,
  "detailedRoute.firstIterationViolations": 3,
  "violations": "negative setup slack"
}
-- kinds of logic after synthesis --
logic type	Yosys count	share of synthesized area
multiplexers	32	0.8690
buffers and inverters	4	0.1310
-- how the worst min path moves through the flow --
stage,slack [ns],to,from,cells past startpoint
global route,0.71,out[27],in1[27],3
CTS,0.80,out[23],in1[23],3
finish,0.69,out[18],in1[18],3
-- area by class of cell --
type / instances / area (um^2) / area share
timing repair buffer: 105 / 1049 / 0.6609
tap: 46 / 57.56 / 0.03628
multi-input combinational: 32 / 480.5 / 0.3028
-- power by group through the flow --
stage / Clock [mW] / Sequential, mW / Combinational, mW
after CTS: 0 / 0 / 0.608
after global routing: 0 / 0 / 0.664
final: 0 / 0 / 0.619
-- metrics by stage --
step / utilization / power [mW] / instances / setup slack (ns) / TNS [ns]
after CTS: 0.4462 / 0.6078 / 183 / -0.1740 / -3.970
after detailed placement: 0.4462 / 0.6504 / 177 / -0.4989 / -15.35
final: 0.4645 / 0.6188 / 183 / -0.1731 / -3.693
after global placement: 0.4462 / 0.6480 / 177 / -0.4974 / -15.30
after floorplan: - / 0.2063 / 36 / 0.06690 / 0
after global routing: 0.4645 / 0.6640 / 183 / -0.1959 / -4.369
-- cells in the mapped netlist, drive strengths merged --
cell	count
mux2	32
buf	4
-- placed cells by master (no fill, tap or decap), drive strengths merged --
| cell | instances |
|---|---|
| dlymetal6s2s | 7 |
| clkdlybuf4s50 | 10 |
| mux2 | 32 |
| buf | 41 |
| dlygate4sd2 | 47 |
-- metal layers --
metal	part of all wire	GRT usage	routed length, um
met5	0	0	0
met4	0	0	0
met3	0.13	0.03182	351
met2	0.50	0.1364	1351
met1	0.37	0.08767	1017
-- what timing repair did --
| item | CTS | global route |
|---|---|---|
| endpoints found under the setup margin | 32 | 32 |
| hold endpoints to repair | 0 | 0 |
| cloned | 1 | 0 |
| buffers inserted | 5 | 0 |
| resized | 170 | 15 |
-- critical path, cell delays in order --
cell                              delay [ns]
sky130_fd_sc_hd__clkdlybuf4s50_1        0.40
sky130_fd_sc_hd__mux2_4                 0.26
sky130_fd_sc_hd__buf_6                  0.11
No activity file was given, so power comes from the tool's default toggle rates.
